===== /design/flow/config.mk =====
export PLATFORM = sky130hd
export DESIGN_NAME = regfile
export DESIGN_NICKNAME = regfile
export VERILOG_FILES = /design/flow/design.v
export SDC_FILE = /design/flow/constraint.sdc
export NUM_CORES = 4
export LEC_CHECK = 1
export CORE_UTILIZATION = 40

===== /design/flow/run.sh =====
#!/bin/bash
# OpenROAD 26Q1-2900-gdf79404cd8, Yosys 0.63+post, stock flow scripts
make -C /OpenROAD-flow-scripts/flow DESIGN_CONFIG=/design/flow/config.mk WORK_HOME=/design/flow/orfs finish

===== /design/flow/design.v =====
`timescale 1ns / 1ps
module regfile(input logic clk,
               input logic we3,
               input logic [4:0] ra1, ra2, wa3,
               input logic [63:0] wd3,
               output logic [63:0] rd1, rd2);
    logic [63:0] rf[31:0];
    always_ff @(posedge clk)
        if (we3) rf[wa3] <= wd3;
    assign rd1 = (ra1 != 0) ? rf[ra1] : 0;
    assign rd2 = (ra2 != 0) ? rf[ra2] : 0;
endmodule 
module adder #(parameter WIDTH = 64)
             (input logic [WIDTH-1:0] a, b,
             output logic [WIDTH-1:0] y);
    assign y = a + b;
endmodule
module sl12(input logic [63:0] a,
           output logic [63:0] y);
    assign y = {a[51:0], 12'b000000000000};
endmodule 
module signext(input logic [31:0] a,
               output logic [63:0] y);
    assign y = {{32{a[31]}},a};
endmodule 
module zeroext(input logic [31:0] a,
               output logic [63:0] y);
    assign y = {32'b0,a};
endmodule 
module immext(input logic [11:0] a,
              output logic [63:0] y);
    assign y = {{52{a[11]}},a};
endmodule
module branchext(input logic [12:0] a,
              output logic [63:0] y);
    assign y = {{51{a[12]}},a};
endmodule
module jumpext(input logic [20:0] a,
              output logic [63:0] y);
    assign y = {{43{a[20]}},a};
endmodule
module flopr #(parameter WIDTH = 64)
              (input logic clk,reset,
               input logic [WIDTH-1:0] d,
               output logic [WIDTH-1:0] q);
    always_ff @(posedge clk, posedge reset)
        if (reset) q <= 0;
        else       q <= d;
endmodule
module mux2 #(parameter WIDTH = 64)
            (input  logic [WIDTH-1:0] d0, d1,
             input  logic             s,
             output logic [WIDTH-1:0] y);
    assign y = s ? d1: d0;
endmodule
module mux4 #(parameter WIDTH = 64)
            (input  logic [WIDTH-1:0] d0, d1, d2, d3,
             input  logic [1:0]       s,
             output logic [WIDTH-1:0] y);
    always_comb begin 
        case (s)
            2'b00: y = d0;
            2'b01: y = d1;
            2'b10: y = d2;
            2'b11: y = d3;
        endcase
    end
endmodule
module mux8 #(parameter WIDTH = 64)
            (input  logic [WIDTH-1:0] d0, d1, d2, d3, d4, d5, d6, d7,
             input  logic [3:0]       s,
             output logic [WIDTH-1:0] y);
    always_comb begin 
        case (s)
            3'b000: y = d0;
            3'b001: y = d1;
            3'b010: y = d2;
            3'b011: y = d3;
            3'b100: y = d4;
            3'b101: y = d5;
            3'b110: y = d6;
            3'b111: y = d7;
        endcase
    end
endmodule

===== /design/flow/constraint.sdc =====
current_design regfile

set clk_period 17.3
set clk_io_pct 0.2

create_clock -name clk0 -period $clk_period [get_ports {clk}]

set non_clock_inputs [all_inputs -no_clocks]
set_input_delay [expr $clk_period * $clk_io_pct] -clock clk0 $non_clock_inputs
set_output_delay [expr $clk_period * $clk_io_pct] -clock clk0 [all_outputs]

==> summary.txt <==
result of the run: completed
Buffers on Ports: 208
Final Max-Slew Violation Tally: 0
total power: 11.0 mW
maximum net fanout on the critical path: 43
headroom to the max-slew limit: 0.422
required time reported for the critical path endpoint: 13.84 ns
post-cts gate resize count: 0
max FFs per register: 2048
area figure in the yosys stat output: 94400 µm²
Synth top area share: 0.652
Post-Route Hold Slack: 3.39 ns
antenna violations before repair: 13
Hold/Removal Path Class: in -> reg
final number of setup-violating endpoints: 0
routed wirelength normalized by instance count: 35.9 µm
post-synthesis async set-or-reset flop share: 0
TritonCTS clock tree: done
clock root buffer: clkbuf_16
Lkg Pwr: 34.4 nW
post-synthesis instance area: 94400 µm²
max_cap viols: 0
Switching Fraction: 0.230
design internal power: 8.44 mW
layout overhead on the synthesized area: 14.0%
chip footprint: 238000 µm²
kind of capture point of the worst setup path: output pin
drt first-iter violations: 3416
via count: 52000
leading area contributor after synthesis: edfxtp_1
Data arrival, critical path: 8.00 ns
H-tree depth: 4
number of ports placed on the die boundary: 209
post-synthesis cell type count: 50
Core Footprint: 234000 µm²
first-pass GRT wire length: 421 mm
Clock Power Share: 0.406
via count of the first global-routing pass: 58100
total gr overflow: 0
cell area after layout: 108000 µm²
die extent in y: 488 µm
setup TNS after final layout: 0 ns
cell count after placement: 7896
combinational cell fraction of total power: 0.088
number of remaining DRC errors: 0
total power per unit cell area: 102 nW/µm²
portion of the post-synthesis area used by sequential elements: 0.652
Flops after synth: 2048
vias per inst: 6.28
Final Routed Wirelength: 297 mm
horizontal die size: 488 µm
main flop type: edfxtp_1
Achievable Freq: 0.0873 GHz
Non-Filler Instances: 8289
number of enable flip-flop cells: 2048
mean post-synth cell area: 20.2 µm²
post-synthesis instance total: 4664
Placed Area: 101000 µm²
Ys Warns: 1
Area contributors post-synth: edfxtp_1 65%, mux4_2 21%, mux2i_1 4.1%
final estimated routing congestion in global placement: 0.859
Worst Setup Slack post-DPL: 5.74 ns
Top reg by flops: rf
pin count of the biggest net entering global routing: 100
sequential power share: 0.505
length of the first detailed-routing pass in iterations: 5
Detailed Place HPWL: 166 mm
CP startpoint kind: input port
portion of the clock cycle consumed by the worst path in the final layout: 0.662
Post CTS Setup Buffer Count: 0
hold bufs inserted after CTS: 0
share of layout cells above drive strength 1: 0.321
clock sink total: 2048
Initial Utilization: 0.404
number of cell instances after yosys synthesis: 4664
biggest registers after layout: rf: 2048 flops
clock transition at the registers of the reported paths: 0.06 ns
unrepaired setup endpoints after global routing: false
fin util: 0.461
cts bufs inserted: 215
Total Routing Usage GR: 0.279
remaining number of nets flagged by the antenna check after routing: 0
worst setup margin: 5.84 ns
power spent charging and discharging nets: 2.53 mW
number of warnings in the stage logs: 26
IR Drop Worst-Case VDD: 0.104 mV
maximum buffer depth of the clock tree: 3
Placement Rows: 177
class of the most critical setup path: in -> out
post-route minimum period: 11.46 ns
slew at the pin closest to its max-slew limit: 0.867 ns
hold violation count in the final report: 0
==> worst paths after layout <==
kind | from | endpoint | slack [ns] | cells past startpoint
max | ra1[0] | rd1[32] | 5.84 | 10
min | wd3[48] | rf[30][48] | 3.39 | 2
==> metal layers <==
| metal | wire (µm) | share of wire | vias to the layer above | GRT usage |
|---|---|---|---|---|
| met4 | 10900 | 0.037 | 20 | 0.0786 |
| met2 | 140000 | 0.47 | 3916 | 0.404 |
| met1 | 89300 | 0.30 | 26500 | 0.315 |
| met3 | 57100 | 0.19 | 575 | 0.231 |
| li1 | - | - | 21000 | - |
| met5 | 149 | 0.00050 | - | 0.00429 |
==> kinds of logic (layout without fill, tap and decap cells) <==
logic type / Yosys count / count (layout) / share of synthesized area
flip-flops: 2048 / 2048 / 0.652
multiplexers: 1416 / 1416 / 0.269
AND-OR/OR-AND: 460 / 460 / 0.0387
buffers and inverters: 384 / 871 / 0.0209
AND/OR/NAND/NOR: 356 / 356 / 0.0200
other: 0 / 6 / 0
==> synth_stat cells, types with 2 or more instances <==
master	count
a211o_1	61
a211oi_1	2
a21boi_0	3
a21oi_1	8
a221o_1	3
a221oi_1	65
a22o_1	63
a22oi_1	58
a31o_1	3
and3_1	63
and3b_1	2
buf_1	19
buf_2	144
buf_4	48
buf_6	23
clkbuf_1	146
edfxtp_1	2048
inv_1	3
mux2_1	10
mux2_2	138
mux2i_1	387
mux4_2	881
nand2_1	83
nand2b_1	6
nand3_1	62
nand3b_1	8
nor2_1	39
nor2b_1	9
nor3_1	7
nor3b_2	2
nor4_1	7
o2111a_1	5
o211ai_1	8
o221a_2	4
o221ai_1	58
o22ai_1	114
or2_1	46
or2_2	2
or3_1	11
or3b_2	5
==> power groups by stage <==
stage,combinational [mW],clock (mW),sequential (mW)
global route,1.04,4.69,5.55
finish,0.970,4.45,5.54
CTS,0.980,4.52,5.54
==> layout by cell type (no fill, tap or decap), types with 9 or more instances in the layout <==
| cell | count |
|---|---|
| nand3_1 | 62 |
| clkinv_2 | 42 |
| clkinv_1 | 41 |
| a221oi_1 | 65 |
| buf_4 | 266 |
| clkbuf_16 | 216 |
| and3_1 | 63 |
| mux2i_1 | 387 |
| bufinv_16 | 13 |
| o22ai_1 | 114 |
| o221ai_1 | 58 |
| mux4_2 | 881 |
| nor2_4 | 33 |
| or2_1 | 46 |
| a22oi_1 | 58 |
| clkbuf_1 | 53 |
| mux2_1 | 10 |
| a22o_1 | 63 |
| edfxtp_1 | 2048 |
| or3_1 | 9 |
| clkdlybuf4s50_1 | 198 |
| nand2_1 | 82 |
| mux2_2 | 138 |
| a211o_1 | 61 |
==> critical path, cell delays in order <==
cell,delay [ns]
buf_8,0.36
buf_4,0.55
buf_4,0.57
buf_4,0.59
buf_4,0.63
mux4_2,0.58
mux2i_1,0.17
o22ai_1,0.11
or2_1,0.38
clkdlybuf4s50_1,0.47
==> area by class of cell <==
cell class,instances,area [µm²]
fill,19200,126000
sequential,2048,61500
multi-input combinational,2232,31200
clock buffer,269,5600
timing repair buffer,481,4240
tap,3132,3920
clock inverter,118,1090
antenna,6,15.0
inverter,3,11.3
Power figures rest on the tool's default switching activity, not on a simulated workload.
